## design/flow/design.v

```verilog
module parallel_carry_adder_16bit (
    input  [15:0] a,
    input  [15:0] b,
    input         c_in,
    output reg [15:0] sum,
    output reg       c_out
);
    reg [16:0] temp;  
    always @(*) begin
        temp = a + b + c_in;   
        sum = temp[15:0];      
        c_out = temp[16];      
    end
endmodule
```

## design/flow/run.sh

```bash
#!/bin/bash
# OpenROAD 26Q1-2900-gdf79404cd8, Yosys 0.63+post, stock flow scripts
make -C /OpenROAD-flow-scripts/flow DESIGN_CONFIG=/design/flow/config.mk WORK_HOME=/design/flow/orfs finish
```

## design/flow/config.mk

```make
export PLATFORM = sky130hd
export DESIGN_NAME = parallel_carry_adder_16bit
export DESIGN_NICKNAME = parallel_carry_adder_16bit
export VERILOG_FILES = /design/flow/design.v
export SDC_FILE = /design/flow/constraint.sdc
export NUM_CORES = 4
export LEC_CHECK = 1
export CORE_AREA = 10 10 80 80
export DIE_AREA = 0 0 90 90
```

## design/flow/constraint.sdc

```tcl
current_design parallel_carry_adder_16bit

set clk_period 8.9
set clk_io_pct 0.2

create_clock -name clk0 -period $clk_period

set non_clock_inputs [all_inputs -no_clocks]
set_input_delay [expr $clk_period * $clk_io_pct] -clock clk0 $non_clock_inputs
set_output_delay [expr $clk_period * $clk_io_pct] -clock clk0 [all_outputs]
```

==> flow_summary.ini <==
; yosys + openroad results
[outcome]
run_status = finished clean

[floorplan]
rows = 25
die_area_mm2 = 0.00810
io_pins = 50
die_h_um = 90
core-area_mm2 = 0.00472
fp_util_pct = 15.5
die_w_um = 90

[job]
warnings = 32
maxCapViolCount = 0

[worst_hold_path]
hold_path.class = in2out

[routing]
drt-total-wl_mm = 2.29
drc = 0
ant_nets = 0
n_antenna_cell = 0
viasPerCell = 3.98
via_count = 819
first_iter_violations = 16
wl_per_cell_um = 11.1
drt_first_pass_iters = 4

[logic_synthesis]
ys_cells = 89
ys_types = 31
yosys_area_um2 = 733
mappedNetlistArea_um2 = 733
syn_area_per_cell_um2 = 8.24
yosysSeqAreaShare_pct = 0
ys.warnings.count = 1
synthCells = 89

[final_timing]
slew_violations = 0
period_minus_slack_ns = 6.53
finalHoldViolCount = 0
max_freq_ghz = 0.153
rsz0062_at_grt = false
relSlewSlack_pct = 77.2
setup_tns_ns = 0
tightest_slew_ns = 0.339
min_period_over_period_pct = 73.4
setup_viol = 0

[clock_network]
cts_hold_buf = 0
postCtsSetupRepairBufs = 0
cts-resized-gates = 0

[worst_setup_path]
crit_family = AND-OR/OR-AND gates
critPathLaunchType = primary input
cp_slowest_cell = clkdlybuf4s50_1
crit_path_end_kind = output pin
arrival_ns = 4.75
critical_path_class = in2out
slowest_delay_ns = 0.49
path_buffers = 2
worstPathMaxFanout = 2
crit_chain = clkdlybuf4s50_1 > fa_1 > fa_1 > a21oi_2 > o21ai_2 > a2111oi_2 > o31ai_1 > a21oi_1 > xnor2_1 > clkdlybuf4s50_1
cp.required_ns = 7.12

[global_routing]
grt_pass1_vias = 847
grt.overflow.total = 0
track_usage_pct = 5.47
grt_max_degree = 7
grt_pass1_wl_mm = 3.86
antenna_found_initial = 0

[finish]
final_common_cell = clkdlybuf4s50_1
clock_buffers = 0
area.growth.synth_to_final_pct = 79.7
seq_area_um2 = 0
fill_cells = 527
final-comb-area_um2 = 718
drive_above_1_share_pct = 7.91
layout_top_cells = 50 x clkdlybuf4s50_1, 15 x ha_1, 9 x a21oi_1, 9 x xnor2_1, 5 x xor2_1
design.seq.count = 0

[place]
gp_congestion = 0.727
numPortBuffers = 50
place_hpwl_mm = 2.13

[power_and_ir_drop]
peakVddDrop_mv = 0.0332
power_density_mw_per_mm2 = 74.9
cellLeakagePower_uw = 0.000526
total_power_uw = 98.7
==> routing by layer <==
metal	part of all wire, %	GRT usage, %	vias up
li1	-	-	436
met1	54	8.00	354
met3	4.3	0.838	0
met2	42	8.78	29
met5	0	0	-
met4	0	0	0
==> final timing paths <==
kind                  start       to  slack, ns  depth (start not counted)
worst max-delay path   a[0]  sum[10]       2.37                         10
worst min-delay path  b[15]  sum[15]       4.64                          4
==> logic make-up (layout without fill, tap and decap cells) <==
logic type / after synthesis / count (layout) / synth area share (%)
AND-OR/OR-AND: 38 / 38 / 39.1
adder cells (fa/ha/maj): 17 / 17 / 31.1
AND/OR/NAND/NOR: 16 / 16 / 11.1
XOR/XNOR: 14 / 14 / 16.7
buffers and inverters: 4 / 54 / 2.05
==> where the power goes <==
| group | switching (µW) | internal (µW) | total, µW |
|---|---|---|---|
| clock network | 0 | 0 | 0 |
| registers | 0 | 0 | 0 |
| logic | 34.7 | 64.1 | 98.7 |
| total | 34.7 | 64.1 | 98.7 |
==> area by class of cell <==
cell class	count	area share [%]
well taps	67	6.36
inverters	4	1.14
repair buffers	50	38.0
multi-input cells	85	54.5
==> cell usage after synthesis <==
cell type | n | area share [%]
nor2b_1 | 1 | 0.85
fa_1 | 2 | 5.5
ha_1 | 15 | 26
and4_1 | 1 | 1.2
o21a_1 | 2 | 2.0
a21o_2 | 1 | 1.2
a211o_1 | 1 | 1.2
nand3_1 | 3 | 2.0
a31oi_1 | 1 | 0.85
o221ai_2 | 1 | 2.0
nor2_1 | 3 | 1.5
inv_1 | 4 | 2.0
a21oi_1 | 9 | 6.1
xor2_1 | 5 | 6.0
o21bai_1 | 3 | 3.1
a21oi_2 | 3 | 3.6
o31ai_2 | 1 | 1.7
a211oi_2 | 1 | 1.7
a21o_1 | 4 | 4.1
o2bb2ai_1 | 1 | 1.2
o21ai_2 | 2 | 2.4
a2111oi_2 | 1 | 2.0
a221o_1 | 1 | 1.4
o21ai_1 | 1 | 0.68
or2_2 | 1 | 0.85
o31ai_1 | 1 | 1.0
nand2b_1 | 2 | 1.7
xnor2_1 | 9 | 11
o21ai_0 | 4 | 2.7
and3_1 | 1 | 0.85
nand2_1 | 4 | 2.0
==> worst min-delay path, stage by stage <==
cell             delay, ns
clkdlybuf4s50_1       0.46
ha_1                  0.15
xor2_1                0.07
clkdlybuf4s50_1       0.40
==> stage by stage <==
step | hold slack [ns] | utilization (%) | setup WS (ns) | instance area (µm²) | std cells
finish | 4.64 | 27.9 | 2.37 | 1320 | 206
global route | 4.68 | 27.9 | 2.16 | 1320 | 206
CTS | 4.65 | 27.9 | 2.33 | 1320 | 206
detailed placement | 4.65 | 27.9 | 2.35 | 1320 | 206
global placement | 4.65 | 27.9 | 2.36 | 1320 | 206
floorplan | 3.66 | - | 3.45 | 733 | 89
Power and IR drop assume default switching activity.
