**constraint.sdc**
```tcl
current_design full_adder_16bit

set clk_period 7.1
set clk_io_pct 0.2

create_clock -name clk0 -period $clk_period

set non_clock_inputs [all_inputs -no_clocks]
set_input_delay [expr $clk_period * $clk_io_pct] -clock clk0 $non_clock_inputs
set_output_delay [expr $clk_period * $clk_io_pct] -clock clk0 [all_outputs]
```
**config.mk**
```make
export PLATFORM = sky130hd
export DESIGN_NAME = full_adder_16bit
export DESIGN_NICKNAME = full_adder_16bit
export VERILOG_FILES = /design/flow/design.v
export SDC_FILE = /design/flow/constraint.sdc
export NUM_CORES = 4
export LEC_CHECK = 1
export CORE_AREA = 10 10 71 71
export DIE_AREA = 0 0 81 81
```
**run.sh**
```bash
#!/bin/bash
# OpenROAD 26Q1-2900-gdf79404cd8, Yosys 0.63+post, stock flow scripts
make -C /OpenROAD-flow-scripts/flow DESIGN_CONFIG=/design/flow/config.mk WORK_HOME=/design/flow/orfs finish
```
**design.v**
```verilog
module full_adder_16bit (
    input  [15:0] a,
    input  [15:0] b,
    input         c_in,
    output [15:0] sum,
    output        c_out
);
    assign {c_out, sum} = a + b + c_in;
endmodule
```
==> results_dict.tcl <==
# yosys + openroad results
set metrics [dict create \
    end_kind "output port" \
    finalHoldViolations 0 \
    core_sq_mm 0.00363 \
    yosysCellCount 89 \
    cts-resized-gates 0 \
    yosysSeqAreaShare 0 \
    dp_hpwl_microns 2040 \
    flop-count 0 \
    peakVddDrop_v 0.0000302 \
    grt_usage 0.0651 \
    syn2layout_area_growth_pct 76.5 \
    rows 22 \
    dr.first_iter.drc_count 15 \
    ant_nets 0 \
    grt_pass1_vias 822 \
    vias 817 \
    cts-hold-fix-buffers 0 \
    arrival_ps 4370 \
    synth.top_cell.area_share 0.256 \
    yosys.cell_types.count 31 \
    simple_gate_share 0.111 \
    topCombFamilyByArea "AND-OR/OR-AND gates" \
    drt-total-wl_microns 2230 \
    tns_ps 0 \
    synth.area.mux_share 0 \
    die_area_sq_mm 0.00656 \
    netlist_instances 89 \
    drv_slew 0 \
    p_leak_nw 0.526 \
    ff_latch_area_sq_um 0 \
    ys_sh_aoi 0.391 \
    cp.required_ps 5680 \
    cap_violations 0 \
    avgRoutedWirePerCell_microns 11.9 \
    ys_sh_xor 0.167 \
    period_minus_slack_ps 5790 \
    area_leaders "ha_1, xnor2_1, a21oi_1" \
    placed_cells 187 \
    floorplanUtilization 0.202 \
    grt_max_degree 7 \
    num_antenna_cells 0 \
    syn_area_sq_um 733 \
    adder_share 0.311 \
    synth_warnings 0 \
    tightest_slew_ps 338 \
    dieHeight_microns 81 \
    io_pins 50 \
    rsz0062_at_grt "no" \
    hold_path_class "primary input to output port" \
    finalPower_mw 0.124 \
    antenna_found_initial 0 \
    fmax_mhz 173 \
    io_buffers 50 \
    fin_cells 187 \
    gr-total-overflow 0 \
    synth-area-yosys_sq_um 733 \
    yosysTopAreaCell "ha_1" \
    syn_avg_cell_area_sq_um 8.24 \
    dr.pass1.iters 2 \
    synth.most_common_cell "ha_1" \
    n_clock_buffer 0 \
    drive_gt1_frac 0.0791 \
    cp-start-kind "primary input" \
    cts_post_setup_buffers_inserted 0 \
    gp_congestion 0.772 \
    openroad.warnings 32 \
    period_used_share 0.815 \
    crit_fanout 2 \
    setup_viol 0 \
    grt_pass1_wl_microns 3640 \
    die_w_microns 81 \
    drc_errors 0 \
    status "complete, no violations" \
    cellPowerDensity_mw_per_mm2 95.6 \
    critPathKind "primary input to output port" \
    avgViaCountPerCell 4.37 \
    fillerInstances 364 \
    slew_headroom 0.774 \
    ys_top_cells_by_count "ha_1, a21oi_1, xnor2_1" \
]
layout by cell type, fill, tap and decap left out, types with 3 or more instances in the layout:
master	Yosys	layout
clkdlybuf4s50_1	0	50
ha_1	15	15
a21oi_1	9	9
xnor2_1	9	9
xor2_1	5	5
inv_1	4	4
o21ai_0	4	4
nand2_1	4	4
a21o_1	4	4
nand3_1	3	3
a21oi_2	3	3
o21bai_1	3	3
nor2_1	3	3
power by group:
part           internal, mW  switching [mW]
sequential                0               0
clock                     0               0
combinational        0.0803          0.0434
total                0.0803          0.0434
worst max-delay path, stage by stage:
cell             delay [ps]
clkdlybuf4s50_1         430
fa_1                    460
fa_1                    430
a21oi_2                 200
o21ai_2                 100
a2111oi_2               410
o31ai_1                 110
a21oi_1                 190
xnor2_1                 130
clkdlybuf4s50_1         480
layer usage:
| metal | part of all wire | wire (microns) | global-route usage | vias to the layer above |
|---|---|---|---|---|
| met4 | 0 | 0 | 0 | 0 |
| met5 | 0 | 0 | 0 | - |
| li1 | - | - | - | 438 |
| met2 | 0.44 | 984 | 0.107 | 28 |
| met3 | 0.090 | 201 | 0.0178 | 0 |
| met1 | 0.47 | 1050 | 0.0889 | 351 |
final cells by class:
cell class                 instances  area, sq um  share of cell area
tap                               48         60.1              0.0464
multi-input combinational         85          718               0.555
timing repair buffer              50          500               0.387
inverter                           4         15.0              0.0116
kinds of logic (layout without fill, tap and decap cells):
logic type	Yosys count	after routing
xor+xnor	14	14
fa+ha+maj	17	17
buf+inv	4	54
simple gates	16	16
compound gates	38	38
through the flow:
stage                     hold WS [ps]  utilization  cell area (sq um)  setup WS (ps)
final                             3930        0.356               1290           1310
after CTS                         3940        0.356               1290           1280
after detailed placement          3940        0.356               1290           1300
after global routing              3980        0.356               1290           1100
after global placement            3920        0.356               1290           1310
after floorplan                   2940            -                733           2370
path summary, 6_finish.rpt:
| check | from | end | slack (ps) | cells past startpoint |
|---|---|---|---|---|
| worst min-delay path | b[15] | sum[15] | 3930 | 4 |
| worst max-delay path | a[0] | sum[10] | 1310 | 10 |
Power is estimated from default activity; no workload was simulated.
