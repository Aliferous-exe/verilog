[config.mk]
export PLATFORM = sky130hd
export DESIGN_NAME = ripple_carry_adder
export DESIGN_NICKNAME = ripple_carry_adder
export VERILOG_FILES = /design/flow/design.v
export SDC_FILE = /design/flow/constraint.sdc
export NUM_CORES = 4
export LEC_CHECK = 1
export CORE_AREA = 10 10 70 70
export DIE_AREA = 0 0 80 80
[constraint.sdc]
current_design ripple_carry_adder

set clk_period 4.6
set clk_io_pct 0.2

create_clock -name clk0 -period $clk_period

set non_clock_inputs [all_inputs -no_clocks]
set_input_delay [expr $clk_period * $clk_io_pct] -clock clk0 $non_clock_inputs
set_output_delay [expr $clk_period * $clk_io_pct] -clock clk0 [all_outputs]
[design.v]
module full_adder (
    input  wire a,
    input  wire b,
    input  wire cin,
    output wire sum,
    output wire cout
);
    assign sum  = a ^ b ^ cin;
    assign cout = (a & b) | (b & cin) | (a & cin);
endmodule
module ripple_carry_adder #(parameter N = 8) (
    input  wire [N-1:0] a,
    input  wire [N-1:0] b,
    input  wire cin,
    output wire [N-1:0] sum,
    output wire cout
);
    wire [N:0] carry;
    assign carry[0] = cin;
    genvar i;
    generate
        for (i = 0; i < N; i = i + 1) begin : FA_LOOP
            full_adder FA (
                .a   (a[i]),
                .b   (b[i]),
                .cin (carry[i]),
                .sum (sum[i]),
                .cout(carry[i+1])
            );
        end
    endgenerate
    assign cout = carry[N];
endmodule
[run.sh]
#!/bin/bash
# OpenROAD 26Q1-2900-gdf79404cd8, Yosys 0.63+post, stock flow scripts
make -C /OpenROAD-flow-scripts/flow DESIGN_CONFIG=/design/flow/config.mk WORK_HOME=/design/flow/orfs finish
==> impl_metrics.ini <==
; physical design summary
[layout]
drive_above_1_share = 0.4545
area_delta_synth_final_pct = 105.3
seq_cells = 0
utilization = 0.1549
seq_area_um2 = 0
layout_top_cell = clkdlybuf4s50_1
mostFrequentLayoutCells = clkdlybuf4s50_1 (17), fa_2 (8), inv_2 (4), inv_1 (4)
nClkBuffers = 0

[die]
chip_area_mm2 = 0.006400
die_y_um = 80
core_util_floorplan = 0.07546
io_pins = 26
coreArea_mm2 = 0.003416
die_w_um = 80
rows = 21

[yosys]
syn_area_um2 = 257.7
syn_inst = 26
avgSynthCellArea_um2 = 9.913
yosysWarnings = 0
ys_seq_frac = 0
yosysCellCount = 26
synth_cell_types = 3
ys_area_um2 = 257.7

[worst_setup_path]
cp.required_ns = 3.68
critPathKind = primary input to output pin
crit_top_cell = fa_2
crit_arrival_ns = 3.97
slowest_delay_ns = 0.42
critical_path.endpoint_type = output pin
worst-path-max-fanout = 1
slowest_stage = fa_2
path_cells = buf_8 -> inv_4 -> fa_2 -> inv_2 -> fa_2 -> fa_2 -> fa_2 -> fa_2 -> fa_2 -> fa_2 -> inv_2 -> fa_2 -> inv_2 -> buf_2
startpoint_type = primary input

[worst_hold_path]
hold_path_end = sum[0]
whs_path_depth = 5
holdCritStartpoint = a[0]
hp-class = primary input to output pin

[final_timing]
worstMarginPinSlew_ns = 0.1099
relSlewSlack = 0.9265
fmax_mhz = 204.7
fin_ws_ns = -0.2858
hold-worst-slack_ns = 2.580
fin_crit_sh = 1.062
setup_viol = 2
final_hold_viol_count = 0
period_minus_slack_ns = 4.886
rsz0062_at_grt = true
fin_tns_setup_ns = -0.3117
drv_slew = 0

[clock_tree]
cts_setup_buffers = 0
ctsHoldBuffers = 0

[global_routing]
antenna_found_initial = 0
grt_max_degree = 2
grt_overflow = 0
track_usage = 0.02333
grt_pass1_wl_mm = 1.228
grt_pass1_vias = 243

[drt]
antennaDiodeCount = 0
first_pass_iters = 1
vias = 212
wire_per_inst_um = 8.300
drt_iter0_drc = 0
drc_errors = 0
drt.antenna.violating_nets = 0
vias_per_cell = 2.356
wirelength_um = 747

[flow_run]
maxCapViolCount = 0
warning_count = 35

[power_and_ir_drop]
vdd_ir_drop_max_mv = 0.04114
power_density_mw_per_mm2 = 108.2
power_leakage_nw = 0.2126

[placed_design]
hpwl_um = 748.6
dp_slack_ns = -1.056
port_buffers = 26
place_congestion = 0.8347

[status]
violations = negative setup slack
status = finished, violations left
## power breakdown
part | switching [mW] | total [mW] | internal [mW] | leakage, nW
Sequential | 0 | 0 | 0 | 0
Combinational | 0.0173 | 0.0573 | 0.0399 | 0.213
Clock | 0 | 0 | 0 | 0
## logic make-up after synthesis
kind of cell               after synthesis  synth area share
buffers and inverters                   18            0.3787
adders and majority gates                8            0.6213
## Yosys cell counts (all sizes together)
cell type	n	area, um^2
buf	8	60.06
fa	8	160.2
inv	10	37.54
## layer usage
metal / vias up / GRT usage / wire, um
met4: 0 / 0 / 0
met2: 24 / 0.02889 / 217
li1: 96 / - / -
met5: - / 0 / 0
met3: 0 / 0.01932 / 206
met1: 92 / 0.03191 / 323
## worst max-delay path by stage
stage,startpoint,to,slack [ns],cells past startpoint
6_report,b[0],sum[7],-0.29,14
5_1_grt,cin,sum[7],-0.41,14
4_1_cts,a[0],sum[7],-0.43,14
## critical path, delay by kind of cell
family     cells  cell delay, ns
fa+ha+maj      8            2.67
buf+inv        6            0.37
## area by class of cell
class	instances	area [um^2]
inverters	10	42.54
well taps	46	57.56
multi-input cells	8	180.2
fillers	388	2887
repair buffers	26	249.0
## metrics by stage
stage                     instance area, um^2  cells  total power, mW
after global routing                    529.3     90          0.06653
after detailed placement                528.0     90          0.06242
after global placement                  528.0     90          0.06210
after floorplan                         270.3     26          0.03006
after CTS                               516.7     90          0.05783
final                                   529.3     90          0.05725
## what timing repair did
action | 4_1_cts | 5_1_grt
resized | 35 | 4
pin swaps | 8 | 8
setup endpoints to repair | 5 | 3
endpoints found under the hold margin | 0 | 0
Power and IR drop assume default switching activity.
